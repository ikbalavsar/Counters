<file path="flow/design.v">
`timescale 1ns / 1ps
module Lab4_Part2(HEX0,AN,CLK100MHZ );
    input CLK100MHZ ;  
    output [0:6] HEX0;
    output [7:0] AN; 
    wire divided_clk1 ; 
    wire divided_clk2 ; 
    reg [15:0] Qout = 16'b0000000000000000 ; 
    clk_divider2 module1 (CLK100MHZ,divided_clk2);
    always@(posedge divided_clk2) begin 
        Qout <= Qout +1 ; 
    end 
    clk_divider1 module2 (CLK100MHZ,divided_clk1);
    AN_HEX0_CONTROLLER module3 (Qout,divided_clk1,AN,HEX0);
endmodule
module AN_HEX0_CONTROLLER (Qout,divided_clk1,AN,HEX0);
    input [15:0] Qout;
    input divided_clk1;
    output [0:6] HEX0; 
    output [7:0] AN; 
    reg [1:0] COUNT = 2'b00;
    reg [7:0] ANN;
    reg [0:6] HEXX; 
    wire [3:0] Part1,Part2,Part3,Part4; 
    assign Part1 = Qout[15:12];
    assign Part2 = Qout[11:8];
    assign Part3 = Qout[7:4];
    assign Part4 = Qout[3:0];
    always @(posedge divided_clk1) begin 
        if(COUNT == 2'b00) begin 
            ANN <= 8'b11110111;
            HEXX = (Part1 == 4'b0000) ? 7'b0000001:
                  (Part1 == 4'b0001) ? 7'b1001111:
                  (Part1 == 4'b0010) ? 7'b0010010:
                  (Part1 == 4'b0011) ? 7'b0000110:
                  (Part1 == 4'b0100) ? 7'b1001100:
                  (Part1 == 4'b0101) ? 7'b0100100:
                  (Part1 == 4'b0110) ? 7'b0100000:
                  (Part1 == 4'b0111) ? 7'b0001111:
                  (Part1 == 4'b1000) ? 7'b0000000:
                  (Part1 == 4'b1001) ?  7'b0000100:
                  (Part1== 4'b1010) ? 7'b0001000:  
                  (Part1 == 4'b1011) ? 7'b1100000:  
                  (Part1 == 4'b1100) ? 7'b0110001:   
                  (Part1 == 4'b1101) ? 7'b1000010:   
                  (Part1 == 4'b1110) ? 7'b0110000:   
                 (Part1 == 4'b1111) ? 7'b0111000:   
                  7'bX;
        end 
        else if (COUNT == 2'b01) begin 
            ANN <= 8'b11111011;
            HEXX = (Part2 == 4'b0000) ? 7'b0000001:
                  (Part2 == 4'b0001) ? 7'b1001111:
                  (Part2 == 4'b0010) ? 7'b0010010:
                  (Part2 == 4'b0011) ? 7'b0000110:
                  (Part2 == 4'b0100) ? 7'b1001100:
                  (Part2 == 4'b0101) ? 7'b0100100:
                  (Part2 == 4'b0110) ? 7'b0100000:
                  (Part2 == 4'b0111) ? 7'b0001111:
                  (Part2 == 4'b1000) ? 7'b0000000:
                  (Part2 == 4'b1001) ?  7'b0000100:
                  (Part2== 4'b1010) ? 7'b0001000:  
                  (Part2 == 4'b1011) ? 7'b1100000:  
                  (Part2 == 4'b1100) ? 7'b0110001:   
                  (Part2 == 4'b1101) ? 7'b1000010:   
                  (Part2 == 4'b1110) ? 7'b0110000:   
                 (Part2 == 4'b1111) ? 7'b0111000:   
                  7'bX;
        end  
        else if ( COUNT == 2'b10 ) begin 
             ANN <= 8'b11111101;
           HEXX = (Part3 == 4'b0000) ? 7'b0000001:
                 (Part3 == 4'b0001) ? 7'b1001111:
                 (Part3 == 4'b0010) ? 7'b0010010:
                 (Part3 == 4'b0011) ? 7'b0000110:
                 (Part3 == 4'b0100) ? 7'b1001100:
                 (Part3 == 4'b0101) ? 7'b0100100:
                 (Part3 == 4'b0110) ? 7'b0100000:
                 (Part3 == 4'b0111) ? 7'b0001111:
                 (Part3 == 4'b1000) ? 7'b0000000:
                 (Part3 == 4'b1001) ?  7'b0000100:
                 (Part3== 4'b1010) ? 7'b0001000:  
                 (Part3 == 4'b1011) ? 7'b1100000:  
                 (Part3 == 4'b1100) ? 7'b0110001:   
                 (Part3 == 4'b1101) ? 7'b1000010:   
                 (Part3 == 4'b1110) ? 7'b0110000:   
                (Part3 == 4'b1111) ? 7'b0111000:   
                 7'bX;
        end 
        else if (COUNT == 2'b11) begin 
           ANN <= 8'b11111110;
        HEXX = (Part4 == 4'b0000) ? 7'b0000001:
              (Part4 == 4'b0001) ? 7'b1001111:
              (Part4 == 4'b0010) ? 7'b0010010:
              (Part4 == 4'b0011) ? 7'b0000110:
              (Part4 == 4'b0100) ? 7'b1001100:
              (Part4 == 4'b0101) ? 7'b0100100:
              (Part4 == 4'b0110) ? 7'b0100000:
              (Part4 == 4'b0111) ? 7'b0001111:
              (Part4 == 4'b1000) ? 7'b0000000:
              (Part4 == 4'b1001) ?  7'b0000100:
              (Part4== 4'b1010) ? 7'b0001000:  
              (Part4 == 4'b1011) ? 7'b1100000:  
              (Part4 == 4'b1100) ? 7'b0110001:   
              (Part4 == 4'b1101) ? 7'b1000010:   
              (Part4 == 4'b1110) ? 7'b0110000:   
             (Part4 == 4'b1111) ? 7'b0111000:   
              7'bX;
        end 
        COUNT <= COUNT +1; 
    end 
   assign HEX0 = HEXX; 
   assign AN = ANN ; 
endmodule 
module clk_divider1(
    input wire CLK100MHZ ,
    output reg divided_clk = 0  );
    integer counter_value = 0 ; 
    localparam div_value = 50000;
    always@ (posedge CLK100MHZ )
    begin 
        if (counter_value == div_value) 
            counter_value <= 0 ; 
        else 
            counter_value <= counter_value +1 ;   
    end 
    always@ (posedge CLK100MHZ ) 
    begin 
        if (counter_value == div_value) 
            divided_clk  <= ~divided_clk;
        else 
            divided_clk  <= divided_clk;
    end 
 endmodule 
 module clk_divider2(      
     input wire CLK100MHZ ,
     output reg divided_clk = 0  );
     integer counter_value = 0 ; 
     localparam div_value = 10000;
     always@ (posedge CLK100MHZ )
     begin 
         if (counter_value == div_value) 
             counter_value <= 0 ; 
         else 
             counter_value <= counter_value +1 ;   
     end 
     always@ (posedge CLK100MHZ ) 
     begin 
         if (counter_value == div_value) 
             divided_clk  <= ~divided_clk;
         else 
             divided_clk  <= divided_clk;
     end 
  endmodule 
</file>
<file path="flow/run.sh">
#!/bin/bash
# OpenROAD 26Q1-2900-gdf79404cd8, Yosys 0.63+post, stock flow scripts
make -C /OpenROAD-flow-scripts/flow DESIGN_CONFIG=/design/flow/config.mk WORK_HOME=/design/flow/orfs finish
</file>
<file path="flow/config.mk">
export PLATFORM = sky130hd
export DESIGN_NAME = Lab4_Part2
export DESIGN_NICKNAME = Lab4_Part2
export VERILOG_FILES = /design/flow/design.v
export SDC_FILE = /design/flow/constraint.sdc
export NUM_CORES = 4
export LEC_CHECK = 1
export CORE_UTILIZATION = 50
</file>
<file path="flow/constraint.sdc">
current_design Lab4_Part2

set clk_period 7.3
set clk_io_pct 0.2

create_clock -name clk0 -period $clk_period [get_ports {CLK100MHZ}]

set non_clock_inputs [all_inputs -no_clocks]
set_input_delay [expr $clk_period * $clk_io_pct] -clock clk0 $non_clock_inputs
set_output_delay [expr $clk_period * $clk_io_pct] -clock clk0 [all_outputs]
</file>
==> out/qor.yml <==
pwr:
  p_total_uw: 668
  vdd_ir_drop_max_v: 0.000134
  power_density_nw_per_um2: 130
  leakagePower_nw: 1.68
cts:
  postCtsHoldBufs: 0
  h-tree-depth: 3
  cts_root_buf: "clkbuf_8"
  cts_buffers: 9
  post_cts_buffers: 0
  cts_tree: "done"
  clock_path_buffers: 2
  path_clk_slew_ns: 0.06
  postCtsResizedCells: 0
  clk_latency_ns: 0.33
job:
  cap_violations: 0
  warnings: 35
placed_design:
  gp_congestion: 0.885
  dp.cells: 664
  dp_hpwl_mm: 6.09
  portBuffers: 11
  place_ws_ns: 5.34
routing:
  drc_errors: 0
  wl_mm: 8.33
  wl_per_cell_um: 12.3
  drtIter0Drc: 88
  antennaDiodeCount: 0
  dr_total_vias: 3634
  ant_nets: 0
  drt-pass1-iter-count: 4
  vias_per_cell: 5.35
final_layout:
  final_cells: 679
  logic_area_um2: 2600
  area_delta_synth_final_pct: 7.33
  drive_gt1_frac: 0.0418
  seq_area_um2: 1990
  fillerInstances: 836
timing:
  finalSetupTns_ns: 0
  untimed_endpoints: 47
  unclocked_regs: 29
  worst_slew_pin_slew_ns: 0.727
  slew_headroom: 0.511
  drv_slew: 0
  setup_violations: 0
  fin_crit_sh: 0.264
  hold_violations: 0
  layout_min_cycle_time_ns: 1.93
  fmax_ghz: 0.519
  skew_ns: 0.00853
  rsz0062_at_grt: "false"
  layout_setup_ws_ns: 5.37
floorplanning:
  ios: 16
  rows: 35
  die-area_um2: 9990
  die_y_um: 99.9
  core_um2: 9280
  fp.dieW_um: 99.9
  fp-utilization: 0.517
synthesis:
  synthTopCellsByCount: "86 x dfxtp_1, 54 x xnor2_1, 51 x nor2_1"
  ff_type: "dfxtp_1"
  yosys_cells: 552
  synth_flops: 95
  syn_inst: 552
  top_cell_area_share: 0.359
  top_cells_by_area: "dfxtp_1 36%, xnor2_1 9.9%, edfxtp_1 5.6%, xor2_1 4.2%, nand3_1 4.1%"
  yosysWarningCount: 4
  synthArstFlopShare: 0
  avgSynthCellArea_um2: 8.69
  synth_seq_share: 0.415
  synth-edff-count: 9
  yosysTopAreaCell: "dfxtp_1"
  yosysMostFrequentCell: "dfxtp_1"
  syn_area_um2: 4800
  yosysUniqueCellTypes: 54
  ys_area_um2: 4800
critical_path:
  worstSetupEndpointType: "flip-flop"
  critPathLaunchType: "flip-flop"
  crit_fanout: 10
  crit_type: "reg -> reg"
  arrival_ns: 1.89
  worstPathRequired_ns: 7.26
grt:
  grt_overflow_total: 0
  grt_pass1_vias: 3155
  grt.total_usage: 0.184
  antenna_found_initial: 0
  grt_first_pass_wirelength_mm: 14.7
  grt_start_max_net_pins: 20
hold_path:
  holdCritPathClass: "reg -> reg"
status:
  status: "finished, final reports clean"
per-stage QoR:
stage	util	hold WS [ns]	cell area, µm²
4_1_cts	0.554	0.468	5150
6_report	0.554	0.467	5150
2_1_floorplan	-	0.432	4810
3_5_place_dp	0.532	0.458	4940
5_1_grt	0.554	0.487	5150
3_3_place_gp	0.532	0.446	4940
worst max-delay path, stage by stage, from the launching register on:
cell	delay, ns
dfxtp_1	0.34
inv_1	0.06
ha_1	0.15
nor4b_1	0.31
nand4_1	0.15
nor2_1	0.56
area by class of cell:
| type | instances | share of cell area |
|---|---|---|
| clock buffer | 13 | 0.0328 |
| clock inverter | 2 | 0.00681 |
| inverter | 22 | 0.0160 |
| multi-input combinational | 407 | 0.505 |
| sequential | 95 | 0.387 |
| tap | 129 | 0.0314 |
| timing repair buffer | 11 | 0.0214 |
worst paths after layout:
| path | from | end | slack (ns) | cells past startpoint |
|---|---|---|---|---|
| worst min register to register | module2.counter_value[31] | module2.counter_value[31] | 0.47 | 1 |
| worst min-delay path | module2.counter_value[31] | module2.counter_value[31] | 0.47 | 1 |
| worst max register to register | module2.counter_value[0] | module2.divided_clk | 5.37 | 5 |
| worst max-delay path | module2.counter_value[0] | module2.divided_clk | 5.37 | 5 |
power breakdown:
part | switching (mW) | leakage, nW | internal, mW
registers | 0 | 0.796 | 0.362
logic | 0.0000405 | 0.779 | 0
clock network | 0.123 | 0.106 | 0.183
cells in the final DEF, fill, tap and decap left out, drive strengths merged, types with 11 or more instances in the layout:
master / count
dfxtp: 86
inv: 22
o21ai: 15
nand2: 45
clkdlybuf4s50: 11
xnor2: 54
nand4: 25
a21oi: 17
nand3: 39
ha: 14
xor2: 23
nor4: 12
nand2b: 14
clkbuf: 13
nor2: 52
sequential cells by signal (all words and copies together) (netlist names):
signal,flops
module3.ANN,4
module3.HEXX,7
module2.divided_clk,1
Qout,16
module1.counter_value,32
module2.counter_value,32
module3.COUNT,2
module1.divided_clk,1
cells by family (layout without fill, tap and decap cells):
kind of cell / count (synthesis) / after routing / share of synthesized area
AND-OR/OR-AND: 71 / 71 / 0.0981
XOR/XNOR: 77 / 77 / 0.141
adder cells (fa/ha/maj): 15 / 15 / 0.0386
buffers and inverters: 53 / 48 / 0.0454
flip-flops: 95 / 95 / 0.415
other: 1 / 4 / 0.000782
AND/OR/NAND/NOR: 240 / 240 / 0.261
metal layers:
metal	vias to the layer above	track usage	routed length (µm)
li1	1901	-	-
met1	1675	0.287	4180
met2	48	0.292	3850
met3	10	0.0227	183
met4	0	0.0260	123
met5	-	0	0
No activity file was given, so power comes from the tool's default toggle rates.
