<file path="flow/run.sh">
#!/bin/bash
# OpenROAD 26Q1-2900-gdf79404cd8, Yosys 0.63+post, stock flow scripts
make -C /OpenROAD-flow-scripts/flow DESIGN_CONFIG=/design/flow/config.mk WORK_HOME=/design/flow/orfs finish
</file>
<file path="flow/config.mk">
export PLATFORM = sky130hd
export DESIGN_NAME = Lab3_Part5_2
export DESIGN_NICKNAME = Lab3_Part5_2
export VERILOG_FILES = /design/flow/design.v
export SDC_FILE = /design/flow/constraint.sdc
export NUM_CORES = 4
export LEC_CHECK = 1
export CORE_UTILIZATION = 40
</file>
<file path="flow/constraint.sdc">
current_design Lab3_Part5_2

set clk_period 8.4
set clk_io_pct 0.2

create_clock -name clk0 -period $clk_period [get_ports {CLK100MHZ}]
create_clock -name clk1 -period $clk_period [get_ports {SW}]

set non_clock_inputs [all_inputs -no_clocks]
set_input_delay [expr $clk_period * $clk_io_pct] -clock clk0 $non_clock_inputs
set_output_delay [expr $clk_period * $clk_io_pct] -clock clk0 [all_outputs]
</file>
<file path="flow/design.v">
`timescale 1ns / 1ps
module Lab3_Part5_2(SW,CLK100MHZ,LEDR, HEX0, AN);
    input [9:0] SW;
    input CLK100MHZ;
    output LEDR;
    output [0:6] HEX0;
    output [7:0] AN;
    wire CLK;
    wire reset;
    wire [7:0] SUM;
    wire COUT;
    reg [7:0] INPUT_Q;
    reg [7:0]  INPUT_A,INPUT_B;
    wire [7:0] A ,B,sum2 ;
    wire [0:6] HEX0;
    wire [7:0] AN;
    wire divided_clk;
    integer cnt = 0;
    assign CLK = SW[9];
    assign reset = SW[8];
    always @(posedge CLK or negedge reset) 
    begin 
        if(!reset) begin
        INPUT_A <= 8'b00000000;
        INPUT_B <= 8'b00000000;
        cnt <= 0;
        end 
        else
        begin 
            if(cnt == 0 ) begin
                INPUT_A <= SW[7:0];   
                cnt <= cnt + 1 ;  end
                INPUT_Q <= INPUT_A;
            if (cnt == 1 ) begin
                INPUT_B <= SW[7:0];  
                INPUT_Q <= INPUT_B;
                end
        end 
    end 
    assign A = INPUT_A;
    assign B = INPUT_B;
    clk_divider module1 (CLK100MHZ,divided_clk );
    adder_8_bit module2(INPUT_A,INPUT_B,SUM,COUT);
    assign sum2 = SUM;
    AN_CONTROLLER module3 (divided_clk,A,B,sum2,HEX0,AN);
    assign LEDR = COUT;
endmodule
module adder_8_bit(INPUT_A,INPUT_B,SUM, COUT);
    input [7:0] INPUT_A;
    input [7:0] INPUT_B ;
    output [7:0] SUM;
    output COUT ;
    wire OUT0,OUT1,OUT2,OUT3,OUT4,OUT5,OUT6,OUT7;
    wire CIN,COUT0,COUT1,COUT2,COUT3,COUT4,COUT5,COUT6;
   assign CIN = 1'b0;
    assign OUT0 = (INPUT_A[0] ^ INPUT_B[0])^ CIN;
    assign COUT0 = (INPUT_A[0] && INPUT_B[0]) || ((INPUT_A[0] ^ INPUT_B[0]) && CIN);
    assign OUT1 = (INPUT_A[1] ^ INPUT_B[1])^ COUT0;
    assign COUT1 = (INPUT_A[1] && INPUT_B[1]) || ((INPUT_A[1] ^ INPUT_B[1]) && COUT0);
    assign OUT2 = (INPUT_A[2] ^ INPUT_B[2])^ COUT1;
    assign COUT2 = (INPUT_A[2] && INPUT_B[2]) || ((INPUT_A[2] ^ INPUT_B[2]) && COUT1);
    assign OUT3 = (INPUT_A[3] ^INPUT_B[3])^ COUT2;
    assign COUT3 = (INPUT_A[3] && INPUT_B[3]) || ((INPUT_A[3] ^ INPUT_B[3]) && COUT2);
    assign OUT4 = (INPUT_A[4] ^ INPUT_B[4] ^ COUT3);
    assign COUT4 = (INPUT_A[4] && INPUT_B[4]) || ((INPUT_A[4] ^INPUT_B[4])&& COUT3);
    assign OUT5 = (INPUT_A[5] ^ INPUT_B[5])^ COUT4;
    assign COUT5 = (INPUT_A[5] && INPUT_B[5]) || ((INPUT_A[5] ^ INPUT_B[5]) && COUT4);
    assign OUT6 = (INPUT_A[6] ^ INPUT_B[6])^ COUT5;
    assign COUT6 = (INPUT_A[6] && INPUT_B[6]) || ((INPUT_A[6] ^ INPUT_B[6]) && COUT5);
    assign OUT7 = (INPUT_A[7] ^ INPUT_B[7])^ COUT6;
    assign COUT = (INPUT_A[7] && INPUT_B[7]) || ((INPUT_A[7] ^ INPUT_B[7]) && COUT6);      
    assign SUM[0]= OUT0;
    assign SUM[1]= OUT1;
    assign SUM[2]= OUT2;
    assign SUM[3]= OUT3;
    assign SUM[4]= OUT4;
    assign SUM[5]= OUT5;
    assign SUM[6]= OUT6;
    assign SUM[7]= OUT7;
endmodule 
module AN_CONTROLLER (divided_clk,A,B,sum2, HEX0,AN );
    input divided_clk;
    input [7:0] A;
    input [7:0] B;
    input [7:0] sum2;
    output [0:6] HEX0;
    output [7:0] AN ; 
    reg [7:0] ANN;
    reg [0:6]HEXX;
    reg [2:0] COUNT = 3'b000 ;
    wire [3:0] A_PART1 ,A_PART2,B_PART1,B_PART2,SUM_PART1,SUM_PART2;
    assign A_PART1 = A[7:4] ;
    assign A_PART2 = A[3:0] ;
    assign B_PART1 = B[7:4] ;
    assign B_PART2 = B[3:0] ;
    assign SUM_PART1 = sum2[7:4] ;
    assign SUM_PART2 = sum2[3:0] ;
    always @ ( posedge divided_clk) begin
            if(COUNT  == 3'b000) begin 
            ANN <= 8'b11011111;
            HEXX = (A_PART1 == 4'b0000) ? 7'b0000001:
                  (A_PART1 == 4'b0001) ? 7'b1001111:
                  (A_PART1 == 4'b0010) ? 7'b0010010:
                  (A_PART1 == 4'b0011) ? 7'b0000110:
                  (A_PART1 == 4'b0100) ? 7'b1001100:
                  (A_PART1 == 4'b0101) ? 7'b0100100:
                  (A_PART1 == 4'b0110) ? 7'b0100000:
                  (A_PART1 == 4'b0111) ? 7'b0001111:
                  (A_PART1 == 4'b1000) ? 7'b0000000:
                  (A_PART1 == 4'b1001) ?  7'b0000100:
                  (A_PART1 == 4'b1010) ? 7'b0001000:  
                  (A_PART1 == 4'b1011) ? 7'b1100000:  
                  (A_PART1 == 4'b1100) ? 7'b0110001:   
                  (A_PART1 == 4'b1101) ? 7'b1000010:   
                  (A_PART1 == 4'b1110) ? 7'b0110000:   
                 (A_PART1 == 4'b1111) ? 7'b0111000:   
                  7'bX; end   
       if(COUNT == 3'b001) begin 
       ANN <= 8'b11101111;
       HEXX = (A_PART2 == 4'b0000) ? 7'b0000001:
              (A_PART2 == 4'b0001) ? 7'b1001111:
              (A_PART2 == 4'b0010) ? 7'b0010010:
              (A_PART2 == 4'b0011) ? 7'b0000110:
              (A_PART2 == 4'b0100) ? 7'b1001100:
              (A_PART2 == 4'b0101) ? 7'b0100100:
             (A_PART2 == 4'b0110) ? 7'b0100000:
             (A_PART2 == 4'b0111) ? 7'b0001111: 
              (A_PART2 == 4'b1000) ? 7'b0000000:
              (A_PART2 == 4'b1001) ?  7'b0000100: 
              (A_PART2 == 4'b1010) ? 7'b0001000:  
               (A_PART2 == 4'b1011) ? 7'b1100000:  
               (A_PART2 == 4'b1100) ? 7'b0110001:   
               (A_PART2 == 4'b1101) ? 7'b1000010:   
               (A_PART2== 4'b1110) ? 7'b0110000:   
               (A_PART2 == 4'b1111) ? 7'b0111000:   
              7'bX;  end                       
       if(COUNT == 3'b010) begin 
        ANN <= 8'b11110111;
        HEXX = (B_PART1  == 4'b0000) ? 7'b0000001:
               (B_PART1  == 4'b0001) ? 7'b1001111:
               (B_PART1  == 4'b0010) ? 7'b0010010:
               (B_PART1  == 4'b0011) ? 7'b0000110:
               (B_PART1  == 4'b0100) ? 7'b1001100:
               (B_PART1  == 4'b0101) ? 7'b0100100:
               (B_PART1  == 4'b0110) ? 7'b0100000:
               (B_PART1  == 4'b0111) ? 7'b0001111: 
               (B_PART1  == 4'b1000) ? 7'b0000000:
               (B_PART1  == 4'b1001) ?  7'b0000100: 
               (B_PART1  == 4'b1010) ? 7'b0001000:  
               (B_PART1  == 4'b1011) ? 7'b1100000:  
               (B_PART1  == 4'b1100) ? 7'b0110001:   
               (B_PART1  == 4'b1101) ? 7'b1000010:   
               (B_PART1 == 4'b1110) ? 7'b0110000:   
               (B_PART1  == 4'b1111) ? 7'b0111000:   
                7'bX; end                                              
       if(COUNT == 3'b011) begin 
         ANN <= 8'b11111011;
         HEXX = (B_PART2  == 4'b0000) ? 7'b0000001:
                (B_PART2   == 4'b0001) ? 7'b1001111:
                (B_PART2   == 4'b0010) ? 7'b0010010:
                (B_PART2    == 4'b0011) ? 7'b0000110:
                (B_PART2    == 4'b0100) ? 7'b1001100:
                (B_PART2    == 4'b0101) ? 7'b0100100:
                (B_PART2    == 4'b0110) ? 7'b0100000:
                (B_PART2    == 4'b0111) ? 7'b0001111: 
                (B_PART2    == 4'b1000) ? 7'b0000000:
                (B_PART2    == 4'b1001) ?  7'b0000100: 
                (B_PART2    == 4'b1010) ? 7'b0001000:  
                (B_PART2    == 4'b1011) ? 7'b1100000:  
                (B_PART2   == 4'b1100) ? 7'b0110001:   
                (B_PART2    == 4'b1101) ? 7'b1000010:   
                (B_PART2  == 4'b1110) ? 7'b0110000:   
                (B_PART2    == 4'b1111) ? 7'b0111000:   
               7'bX; end                                                   
       if(COUNT == 3'b100) begin 
          ANN <= 8'b11111101;
          HEXX = (SUM_PART1  == 4'b0000) ? 7'b0000001:
                  (SUM_PART1   == 4'b0001) ? 7'b1001111:
                  (SUM_PART1   == 4'b0010) ? 7'b0010010:
                  (SUM_PART1     == 4'b0011) ? 7'b0000110:
                  (SUM_PART1     == 4'b0100) ? 7'b1001100:
                  (SUM_PART1     == 4'b0101) ? 7'b0100100:
                  (SUM_PART1    == 4'b0110) ? 7'b0100000:
                  (SUM_PART1    == 4'b0111) ? 7'b0001111: 
                  (SUM_PART1     == 4'b1000) ? 7'b0000000:
                  (SUM_PART1     == 4'b1001) ?  7'b0000100: 
                   (SUM_PART1     == 4'b1010) ? 7'b0001000:  
                   (SUM_PART1     == 4'b1011) ? 7'b1100000:  
                   (SUM_PART1    == 4'b1100) ? 7'b0110001:   
                   (SUM_PART1    == 4'b1101) ? 7'b1000010:   
                   (SUM_PART1   == 4'b1110) ? 7'b0110000:   
                   (SUM_PART1   == 4'b1111) ? 7'b0111000:   
                    7'bX; end          
        if(COUNT == 3'b101) begin 
        ANN <= 8'b11111110;
        HEXX = (SUM_PART2  == 4'b0000) ? 7'b0000001:
                (SUM_PART2  == 4'b0001) ? 7'b1001111:
                (SUM_PART2   == 4'b0010) ? 7'b0010010:
                (SUM_PART2     == 4'b0011) ? 7'b0000110:
                 (SUM_PART2    == 4'b0100) ? 7'b1001100:
                 (SUM_PART2     == 4'b0101) ? 7'b0100100:
                 (SUM_PART2    == 4'b0110) ? 7'b0100000:
                 (SUM_PART2    == 4'b0111) ? 7'b0001111: 
                 (SUM_PART2    == 4'b1000) ? 7'b0000000:
                 (SUM_PART2    == 4'b1001) ?  7'b0000100: 
                  (SUM_PART2    == 4'b1010) ? 7'b0001000:  
                  (SUM_PART2    == 4'b1011) ? 7'b1100000:  
                   (SUM_PART2   == 4'b1100) ? 7'b0110001:   
                   (SUM_PART2   == 4'b1101) ? 7'b1000010:   
                    (SUM_PART2   == 4'b1110) ? 7'b0110000:   
                   (SUM_PART2  == 4'b1111) ? 7'b0111000:   
                   7'bX;  end  
            COUNT <= COUNT +1;   
        end
        assign AN = ANN; 
        assign HEX0  = HEXX ; 
endmodule 
module clk_divider(
    input wire CLK100MHZ,
    output reg divided_clk = 0  );
    integer counter_value = 0 ; 
    localparam div_value = 10000;
    always@ (posedge CLK100MHZ)
    begin 
        if (counter_value == div_value) 
            counter_value <= 0 ; 
        else 
            counter_value <= counter_value +1 ;   
    end 
    always@ (posedge CLK100MHZ) 
    begin 
        if (counter_value == div_value) 
            divided_clk  <= ~divided_clk;
        else 
            divided_clk  <= divided_clk;
    end 
endmodule 
</file>
==> impl_metrics.tcl <==
# yosys + openroad results
set metrics [dict create \
    outcome "complete, but fails checks" \
    violations "negative hold slack" \
    whs_ps -309 \
    grt_usage_pct 17.3 \
    fillCellCount 1074 \
    syn_avg_cell_area_sq_um 9.26 \
    cp.required_ps 6720 \
    dieHeight_um 118 \
    netlist_instances 576 \
    grt-ovfl-total 0 \
    warnings 295 \
    drt_iter0_drc 268 \
    cts_setup_buffers 0 \
    ys_cells 576 \
    vias 4034 \
    hold_class "clock port to async pin" \
    drive_above_1_share_pct 13.5 \
    start_kind "register" \
    slew_violations 0 \
    ioPinCount 27 \
    ir_drop_v 0.000185 \
    initial_core_util_pct 41.6 \
    drt-total-wl_um 11000 \
    powerDensity_nw_per_um2 233 \
    critPathCaptureType "primary output" \
    ff_type "dfrtp_1" \
    hold_violations 48 \
    worstMarginPinSlew_ps 618 \
    antenna_found_initial 0 \
    port_buffers 14 \
    synthesis.area_sq_um 5340 \
    cts_resized 0 \
    cts_hold_buf 0 \
    grt_pass1_wl_um 18600 \
    p_leak_nw 2.71 \
    unclocked_regs 16 \
    synthArstFlopShare_pct 49.5 \
    drc 0 \
    rows 41 \
    combGateArea_sq_um 2710 \
    dp_hpwl_um 7470 \
    path_clk_slew_ps 50 \
    crit_fanout 13 \
    worstPathArrival_ps 4030 \
    post-route-util_pct 50.4 \
    critPathLaunch "INPUT_B[0]" \
    rrSetupSlack_ps 6380 \
    slew_headroom_pct 58.7 \
    syn2layout_area_growth_pct 21.1 \
    largest_area_cell "dfrtp_1" \
    die_x_um 118 \
    viasPerCell 5.39 \
    die_area_sq_um 13800 \
    top_cells_by_count "dfrtp_1, clkbuf_1, nor2_1" \
    maxCapViolations 0 \
    r2r_cells 5 \
    ys_warn_count 3 \
    r2r-end "INPUT_A[2]" \
    setup_viol 0 \
    wl_per_cell_um 14.8 \
    rsz0062_at_grt "false" \
    seq_area_sq_um 2260 \
    place_congestion 0.899 \
    top_cell "dfrtp_1" \
    tritoncts "yes" \
    untimed_endpoints 36 \
    skew_ps 3.15 \
    yosys.cell_types.count 64 \
    postPlaceCellArea_sq_um 5420 \
    insertedDiodeCount 0 \
    grt_pass1_vias 4124 \
    area_leaders "dfrtp_1, dfxtp_1, edfxtp_1" \
    ys_area_sq_um 5340 \
    core_region_area_sq_um 12800 \
    final_area_sq_um 6460 \
    setup_tns_ps 0 \
    yosys.stat.seqShare_pct 42.4 \
    dr.pass1.iters 5 \
    grt_max_degree 18 \
    ant_nets 0 \
    critical_path_class "register to primary output" \
    ys_ff 97 \
    synth-edff-count 8 \
    rr_startpoint "cnt[13]" \
    top_area_share_pct 22.5 \
]
==> worst max-delay path by stage <==
stage | end | slack, ps | depth (start not counted)
CTS | LEDR | 2670 | 11
global route | LEDR | 2470 | 11
finish | LEDR | 2690 | 11
==> stage by stage <==
stage / hold slack, ps / total power, mW / setup slack, ps / std cells
finish: -309 / 1.51 / 2690 / 748
floorplan: -296 / 0.417 / 3840 / 577
global route: -320 / 1.67 / 2470 / 748
global placement: -296 / 0.417 / 3060 / 700
CTS: -322 / 1.62 / 2670 / 748
detailed placement: -296 / 0.417 / 3040 / 700
==> flip-flops by register name, summed over array words and instances, names as in the netlist <==
name / cells
module3.COUNT: 3
module3.ANN: 6
module3.HEXX: 7
cnt: 32
INPUT_A: 8
module1.counter_value: 32
INPUT_B: 8
module1.divided_clk: 1
==> layout make-up <==
type | count | share of cell area [%]
multi-input combinational | 391 | 41.9
inverter | 26 | 1.51
clock buffer | 42 | 15.3
timing repair buffer | 14 | 2.17
tap | 172 | 3.33
sequential | 97 | 35.0
clock inverter | 6 | 0.813
==> cells by family after synthesis <==
logic type                 after synthesis  share of synthesized area [%]
other                                    1                         0.0703
DFF                                     97                           42.4
adders and majority gates               26                           6.89
buffers and inverters                   89                           6.99
and+or+nand+nor                        195                           19.6
muxes                                   23                           4.71
AOI/OAI and AO/OA                      109                           13.4
xor gates and xnor gates                36                           5.91
==> critical path: stages (launching register included) <==
cell	delay (ps)
dfrtp_1	600
ha_1	230
inv_1	50
fa_1	370
fa_1	390
fa_1	420
fa_1	400
fa_1	380
inv_1	80
fa_1	180
fa_1	190
clkdlybuf4s50_1	490
==> report_power, final <==
part	switching (mW)	total (mW)	internal (mW)
logic	0.0000144	0.0000154	0
clock network	0.293	1.11	0.818
registers	0	0.394	0.394
total	0.293	1.51	1.21
==> per-layer routing <==
metal  up-vias  global-route usage (%)  share of wire (%)  wire, um
li1       1988                       -                  -         -
met1      1904                    25.5                 49      5360
met2       124                    21.0                 43      4770
met3        18                    9.93                7.1       784
met4         0                    7.05                1.2       130
met5         -                   0.735                  0         0
==> layout by cell type, fill, tap and decap left out, types with 14 or more instances in the layout <==
| cell | netlist | final |
|---|---|---|
| a21oi_1 | 23 | 23 |
| clkbuf_16 | 0 | 39 |
| clkdlybuf4s50_1 | 0 | 14 |
| dfrtp_1 | 48 | 48 |
| dfxtp_1 | 41 | 41 |
| ha_1 | 15 | 15 |
| inv_1 | 26 | 26 |
| mux2_2 | 17 | 17 |
| nand2_1 | 39 | 39 |
| nand3_1 | 18 | 18 |
| nor2_1 | 43 | 43 |
| o21ai_0 | 26 | 26 |
| xnor2_1 | 15 | 15 |
| xor2_1 | 21 | 21 |
No activity file was given, so power comes from the tool's default toggle rates.
