File: /design/flow/constraint.sdc
current_design Lab4_Part5

set clk_period 4.3
set clk_io_pct 0.2

create_clock -name clk0 -period $clk_period [get_ports {CLK100MHZ}]

set non_clock_inputs [all_inputs -no_clocks]
set_input_delay [expr $clk_period * $clk_io_pct] -clock clk0 $non_clock_inputs
set_output_delay [expr $clk_period * $clk_io_pct] -clock clk0 [all_outputs]
File: /design/flow/run.sh
#!/bin/bash
# OpenROAD 26Q1-2900-gdf79404cd8, Yosys 0.63+post, stock flow scripts
make -C /OpenROAD-flow-scripts/flow DESIGN_CONFIG=/design/flow/config.mk WORK_HOME=/design/flow/orfs finish
File: /design/flow/design.v
`timescale 1ns / 1ps
module Lab4_Part5(CLK100MHZ,LEDR, AN,HEX0);
    input CLK100MHZ;
    output [2:0] LEDR;
    output [7:0] AN ; 
    output [0:6] HEX0 ; 
    reg [2:0] Count_3bit = 3'b000;
    wire divided_clk_counter;
    wire divided_clk_AN;
    clk_divider_Counter module1 ( CLK100MHZ, divided_clk_counter ) ; 
    always @ ( posedge divided_clk_counter ) begin 
        if (    Count_3bit >= 3'b101)
            Count_3bit <= 3'b000;
        else 
        Count_3bit <= Count_3bit + 1 ; 
    end 
    clk_divider_AN module2 ( CLK100MHZ, divided_clk_AN);
    AN_HEX_CONTROLL module4 (Count_3bit, divided_clk_AN, AN, HEX0) ; 
    assign LEDR  = Count_3bit; 
endmodule
module AN_HEX_CONTROLL(Count_3bit,divided_clk_AN, AN, HEX0);
    input [2:0] Count_3bit;
    input divided_clk_AN; 
    output [7:0] AN;
    output [0:6] HEX0; 
    reg [1:0] Counter0 = 2'b00; 
    reg [1:0] Counter1 = 2'b00; 
    reg [1:0] Counter2 = 2'b00;   
    reg [1:0] Counter3 = 2'b00; 
    reg [1:0] Counter4 = 2'b00;  
    reg [1:0] Counter5 = 2'b00;   
    reg [7:0] ANN; 
    reg [0:6] HEXX; 
    always @ ( posedge divided_clk_AN) begin
        Counter0 <= Counter0 +1 ; 
    end 
    always @ ( posedge divided_clk_AN) begin
            Counter1 <= Counter1 +1 ;
    end 
    always @ ( posedge divided_clk_AN) begin 
                Counter2 <= Counter2 +1 ; 
        end 
    always @ ( posedge divided_clk_AN) begin 
                Counter3 <= Counter3 +1 ; 
        end 
    always @ ( posedge divided_clk_AN) begin 
            Counter4 <= Counter4 +1 ; 
    end 
     always @ ( posedge divided_clk_AN) begin 
               Counter5 <= Counter5 +1 ; 
       end 
    always @( posedge divided_clk_AN ) begin
        if ( Count_3bit == 3'b000) begin 
            if (Counter0 == 2'b00 ) begin
                ANN <= 8'b11110111;
                HEXX = 7'b1000010;  
            end 
            else if ( Counter0 == 2'b01) begin 
                ANN <= 8'b11111011;
                HEXX = 7'b0110000;  
            end 
            else if (Counter0 == 2'b10 ) begin 
                ANN <= 8'b11111101;
                HEXX = 7'b1001111;  
            end 
            else if ( Counter0 == 2'b11) begin 
                 ANN <= 8'b11111110;
                 HEXX = 7'b0000001;  
            end 
        end  
    else if (Count_3bit == 3'b001) begin 
        if (Counter1 == 2'b00 ) begin
            ANN <= 8'b11101111;
            HEXX = 7'b1000010;  
        end 
        else if ( Counter1 == 2'b01) begin 
            ANN <= 8'b11110111;
            HEXX = 7'b0110000;  
        end 
        else if (Counter1 == 2'b10) begin 
            ANN <= 8'b11111011;
            HEXX = 7'b1001111;  
        end 
        else if ( Counter1 == 2'b11) begin 
             ANN <= 8'b11111101;
             HEXX = 7'b0000001;  
        end 
    end  
    else if (Count_3bit == 3'b010) begin 
        if (Counter2 == 2'b00 ) begin
            ANN <= 8'b11011111;
            HEXX = 7'b1000010;  
        end 
        else if ( Counter2 == 2'b01) begin 
            ANN <= 8'b11101111;
            HEXX = 7'b0110000;  
        end 
        else if (Counter2 == 2'b10) begin 
            ANN <= 8'b11110111;
            HEXX = 7'b1001111;  
        end 
        else if ( Counter2 == 2'b11) begin 
             ANN <= 8'b11111011;
             HEXX = 7'b0000001;  
        end 
    end  
    else if (Count_3bit == 3'b011) begin 
        if (Counter3 == 2'b00 ) begin
            ANN <= 8'b11011111;
            HEXX = 7'b0110000;  
        end 
        else if ( Counter3 == 2'b01) begin 
            ANN <= 8'b11101111;
            HEXX = 7'b1001111;  
        end 
        else if (Counter3 == 2'b10) begin 
            ANN <= 8'b11110111;
            HEXX = 7'b0000001;  
        end 
        else if ( Counter3 == 2'b11) begin 
             ANN <= 8'b11111110;
             HEXX = 7'b1000010;  
        end 
    end  
     else if (Count_3bit == 3'b100) begin 
       if (Counter4 == 2'b00 ) begin
           ANN <= 8'b11011111;
           HEXX = 7'b1001111;  
       end 
       else if ( Counter4 == 2'b01) begin 
           ANN <= 8'b11101111;
           HEXX = 7'b0000001;  
       end 
       else if (Counter4 == 2'b10) begin 
           ANN <= 8'b11111101;
           HEXX = 7'b1000010;  
       end 
       else if ( Counter4 == 2'b11) begin 
            ANN <= 8'b11111110;
            HEXX = 7'b0110000;  
       end 
       end  
    else if (Count_3bit == 3'b101) begin 
         if (Counter5 == 2'b00 ) begin
             ANN <= 8'b11011111;
             HEXX =  7'b0000001;  
         end 
         else if ( Counter5 == 2'b01) begin 
             ANN <= 8'b11111011;
             HEXX = 7'b1000010;  
         end 
         else if (Counter5 == 2'b10) begin 
             ANN <= 8'b11111101;
             HEXX =  7'b0110000;  
         end 
         else if ( Counter5 == 2'b11) begin 
              ANN <= 8'b11111110;
              HEXX = 7'b1001111;  
         end 
         end  
    end  
    assign HEX0 = HEXX;
    assign AN = ANN;
endmodule 
module clk_divider_Counter(
    input wire CLK100MHZ ,
    output reg divided_clk = 0  );
    integer counter_value = 0 ; 
    localparam div_value = 40000000;  
    always@ (posedge CLK100MHZ )
    begin 
        if (counter_value == div_value) 
            counter_value <= 0 ; 
        else 
            counter_value <= counter_value +1 ;   
    end 
    always@ (posedge CLK100MHZ ) 
    begin 
        if (counter_value == div_value) 
            divided_clk  <= ~divided_clk;
        else 
            divided_clk  <= divided_clk;
    end 
 endmodule 
 module clk_divider_AN(
     input wire CLK100MHZ ,
     output reg divided_clk = 0  );
     integer counter_value = 0 ; 
     localparam div_value = 50000;  
     always@ (posedge CLK100MHZ )
     begin 
         if (counter_value == div_value) 
             counter_value <= 0 ; 
         else 
             counter_value <= counter_value +1 ;   
     end 
     always@ (posedge CLK100MHZ ) 
     begin 
         if (counter_value == div_value) 
             divided_clk  <= ~divided_clk;
         else 
             divided_clk  <= divided_clk;
     end 
  endmodule 
File: /design/flow/config.mk
export PLATFORM = sky130hd
export DESIGN_NAME = Lab4_Part5
export DESIGN_NICKNAME = Lab4_Part5
export VERILOG_FILES = /design/flow/design.v
export SDC_FILE = /design/flow/constraint.sdc
export NUM_CORES = 4
export LEC_CHECK = 1
export CORE_UTILIZATION = 30
==> CHANGELOG.md <==
## Implementation

* Antenna diode count at 0
* YS warnings at 4
* Static leakage at 2.14 nW
* Vias in the first global route at 3058
* Netlist cell types at 52
* Design Area, Final at 0.00543 mm2
* Crit-path max FO at 12
* Unrepaired setup endpoints after global routing: false
* Critical Path RT at 4.24 ns
* Number of enable flip-flop cells at 12
* Rows at ~45
* Initial DRC Count at 163
* Setup TNS at 0 ns
* WL per Instance at between 10 and 15 um
* Ranking of synthesized cells by area: dfxtp_1 33%, ha_1 14%, xnor2_1 7.9%, edfxtp_1 7.6%, nand4_1 3.3%
* Tool warnings at around 67
* Ratio of cells with drive above 1 in the final layout at just over 5%
* Worst path depth at 5
* Place WS at 2.18 ns
* CTS Hold Bufs at 0
* # IOs at 19
* PwrDens at 255 mW/mm2
* Hold Fails Final Rpt at 0
* Vias per cell at about 4.8
* Detailed-route via count at 3404
* Cts repair resizes at 0
* Ys flops at 91
* Slew Viols, Final at 0
* Power Total at 0.00138 W
* R2r startpoint: module1.counter_value[0]$_SDFF_PN0_
* Gr usage total at 10.3%
* Register pins left without a clock at 25
* Grt ovf at 0
* Hold wc startpoint: module2.counter_value[31]$_SDFF_PN0_
* Cells after Synth at 489
* CTS tree: done
* Period utilization at 51.3%
* Area of the die at 0.0164 mm2
* Post-CTS repair timing setup buffer count at 0
* Synthesized area at 0.00476 mm2
* First-pass GRT wire length at roughly 14000 um
* Final setup viols at 0
* Final worst slack at 2.10 ns
* Crit path time final at 2.20 ns
* Status: finished, final reports clean
* Crit start category: register
* Chip Area, Yosys at between 0.004 and 0.005 mm2
* Yosys stat cell total at 489
* Starting Density at 31.1%
* Worst Clk Skew at 0.00740 ns
* Critical-path top delay cell: nor2_1
* DR pass1 iterations at 4
* Final hold slack at roughly 0.46 ns
* Endpoints left unconstrained at a little over 50
* Largest net degree at the start of global routing at 24
* Worst Setup SP: module1.counter_value[0]$_SDFF_PN0_
* Worst path max stage delay at 0.73 ns
* Placed Area at 0.00511 mm2
* CP endpoint kind: register
* Worst Reg-to-Reg Cells at 5
* Root buffer cell: clkbuf_16
* CTS Buf Count at 9
* P&R area growth vs syn at 14.1%
* Initial antenna violation count at 0
* Hold Crit Depth at 1
* Max VDD drop at roughly 160 uV
* Antenna Nets Post-Route at 0
* Async SR Flop Fraction at 0%
* Die width at around 130 um
* Total wire length at 8230 um
* Die Y at around 130 um
* CTS HTree Levels at 3
* Max Cap Viol at 0
* Highest Clock Rate at 0.454 GHz
* Critical path type: reg2reg
* Clock latency (worst-skew pair) at 0.32 ns
* GP Congestion at ~0.85
* Core area at 0.0153 mm2
* Share of the synthesized area in the top cell type at approximately 33%
* Largest delay share family, worst path: simple AND/OR/NAND/NOR gates
* Post-DP HPWL at 6040 um
* Clock buffer depth at 2
* Critical path buffers and inverters at 1
* Slew margin rel. at a little over a third
* Hold Path Class: reg2reg
* DRC violations left at 0
* Worst EP arrival at 2.15 ns
* Most area-hungry cell type in the Yosys netlist: dfxtp_1
* Crit path cell chain: inv_1 -> ha_1 -> nor4b_1 -> nand4_1 -> nor2_1
* Post-synth top flop: dfxtp_1
* Synth Seq Share at 40.8%
* Clock slew seen by the registers of the worst setup and hold paths at 0.06 ns
* PortBufs at 16
* Worst Tran Pin Value at 0.949 ns
* Syn Area/Cell at 9.73 um2
==> cell usage in the layout, fill, tap and decap left out, drive strengths merged, types with 2 or more instances in the layout <==
master,count
dfxtp,79
ha,52
xnor2,43
nor2,33
inv,33
nand4,27
nand3,26
nand2,21
clkdlybuf4s50,16
and3,14
o21ai,13
a21oi,12
edfxtp,12
clkbuf,12
nor4,10
xor2,10
and4,10
nor3,8
or4,7
nor2b,5
nor4b,5
or3,5
a211oi,4
o32ai,4
nor4bb,4
a221oi,3
nor3b,3
mux2i,3
o21a,2
a211o,2
o22a,2
nand3b,2
a31oi,2
o221ai,2
o31ai,2
conb,2
==> worst paths after layout <==
kind                                               end  slack (ns)
setup reg to reg         module1.divided_clk$_DFFE_PN_        2.10
hold / removal    module2.counter_value[31]$_SDFF_PN0_        0.46
setup / recovery         module1.divided_clk$_DFFE_PN_        2.10
hold reg to reg   module2.counter_value[31]$_SDFF_PN0_        0.46
==> per-layer routing <==
layer / GRT usage, % / up-vias / routed length, um
met1: 16.0 / 1582 / 4320
met2: 16.6 / 47 / 3670
met3: 0.850 / 8 / 142
li1: - / 1767 / -
met4: 1.18 / 0 / 98
met5: 0 / - / 0
==> final cells by class <==
class                           count  area (um2)
Fill cell                        1492        9880
Tap cell                          211         264
Clock buffer                       12         268
Clock inverter                      4        55.1
Timing Repair Buffer               17         168
Inverter                           31         116
Multi-Input combinational cell    349        2620
Sequential cell                    91        1940
==> registers in the layout, indices dropped and copies added (netlist names) <==
name	count
module4.Counter0	2
module4.ANN	6
module1.divided_clk	1
module4.Counter4	2
module4.Counter1	2
module4.Counter5	2
module4.HEXX	4
module1.counter_value	32
module4.Counter3	2
module2.divided_clk	1
Count_3bit	3
module2.counter_value	32
module4.Counter2	2
==> Yosys cell counts (all sizes together) (4+ instances only) <==
| master | count |
|---|---|
| inv | 31 |
| nand3 | 26 |
| nor4bb | 4 |
| and4 | 10 |
| nor4 | 10 |
| nand4 | 27 |
| a21oi | 12 |
| buf | 6 |
| and3 | 14 |
| a211oi | 4 |
| or3 | 5 |
| dfxtp | 79 |
| or4 | 7 |
| nand2 | 21 |
| nor3 | 8 |
| nor4b | 5 |
| o21ai | 13 |
| xnor2 | 43 |
| nor2b | 5 |
| nor2 | 33 |
| ha | 52 |
| xor2 | 10 |
| o32ai | 4 |
| edfxtp | 12 |
| clkbuf | 13 |
==> kinds of logic (layout without fill, tap and decap cells) <==
family / after synthesis / in the layout / share of synthesized area (%)
multiplexers: 3 / 3 / 0.631
AND-OR/OR-AND: 53 / 53 / 7.44
XOR/XNOR: 53 / 53 / 9.76
adder cells (fa/ha/maj): 52 / 52 / 13.7
flip-flops: 91 / 91 / 40.8
other: 1 / 2 / 0.0788
buffers and inverters: 50 / 64 / 4.36
AND/OR/NAND/NOR: 186 / 186 / 23.2
==> per-stage QoR <==
step / utilization, % / std cells
2_1_floorplan: - / 490
3_3_place_gp: 33.4 / 699
3_5_place_dp: 33.4 / 699
4_1_cts: 35.5 / 715
5_1_grt: 35.5 / 715
6_report: 35.5 / 715
==> power breakdown <==
| group | leakage, nW | switching (W) | internal (W) |
|---|---|---|---|
| Combinational | 1.21 | 0.0000000301 | 0 |
| Sequential | 0.774 | 0 | 0.000614 |
| Clock | 0.155 | 0.000264 | 0.000504 |
==> worst reg2reg max path, stage by stage (launching register included) <==
cell	delay, ns
dfxtp_1	0.35
inv_1	0.07
ha_1	0.17
nor4b_1	0.31
nand4_1	0.19
nor2_1	0.73
Power figures rest on the tool's default switching activity, not on a simulated workload.
